$ cat design.v
module arp_response (input      ARESET,
                     input      [47:0] MY_MAC,
                     input      [31:0] MY_IPV4,
                     input      CLK_RX,
                     input      DATA_VALID_RX,
                     input      [7:0] DATA_RX,
                     input      CLK_TX,
                     input      DATA_ACK_TX,
                     output reg DATA_VALID_TX,
                     output reg [7:0] DATA_TX
                    );
  reg DATA_VALID_RX_Q;
  reg [47:0] THEIR_MAC;
  reg [31:0] THEIR_IPV4;
  reg [0:1] arp_ack_rx;
  reg arp_req;
  reg [47:0] their_mac_tx;
  reg [31:0] their_ipv4_tx;
  reg [0:1] arp_req_tx;
  reg arp_ack;
  reg [3:0] rx_state;
  reg [3:0] tx_state;
  reg [3:0] rx_byte;
  reg [3:0] tx_byte;
  localparam IDLE          = 4'b0000;
  localparam DEST_MAC      = 4'b0001;
  localparam SRC_MAC       = 4'b0010;
  localparam ETH_TYPE      = 4'b0011;
  localparam HRD           = 4'b0100;
  localparam PRO           = 4'b0101;
  localparam HLN           = 4'b0110;
  localparam PLN           = 4'b0111;
  localparam OP            = 4'b1000;
  localparam SHA           = 4'b1001;
  localparam SPA           = 4'b1010;
  localparam THA           = 4'b1011;
  localparam TPA           = 4'b1100;
  localparam WAIT_FOR_HS   = 4'b1101;
  localparam DEST_MAC_SIZE = 6;
  localparam SRC_MAC_SIZE  = 6;
  localparam ETH_TYPE_SIZE = 2;
  localparam HRD_SIZE      = 2;
  localparam PRO_SIZE      = 2;
  localparam HLN_SIZE      = 1;
  localparam PLN_SIZE      = 1;
  localparam OP_SIZE       = 2;
  localparam SHA_SIZE      = 6;
  localparam SPA_SIZE      = 4;
  localparam THA_SIZE      = 6;
  localparam TPA_SIZE      = 4;
  localparam ETH_TYPE_VALUE      = 16'h0806;
  localparam HRD_VALUE           = 16'h0001;
  localparam PRO_VALUE           = 16'h0800;
  localparam HLN_VALUE           = 8'h06;
  localparam PLN_VALUE           = 8'h04;
  localparam OP_VALUE            = 16'h0001;
  always @ (posedge CLK_RX)
  begin
    if(ARESET) begin
      rx_byte  <= 4'b0000;
      rx_state <= IDLE;
      arp_req  <= 0;
    end else begin
      DATA_VALID_RX_Q <= DATA_VALID_RX;
      case (rx_state)
        IDLE:
        begin
          arp_req <= 0;
          if(DATA_VALID_RX == 1 && DATA_VALID_RX_Q == 0)
            rx_state <= DEST_MAC;
        end
        DEST_MAC:
        begin
          if(DATA_VALID_RX == 1) begin
            if (rx_byte == DEST_MAC_SIZE-2) begin
              rx_byte  <= SRC_MAC_SIZE-1;
              rx_state <= SRC_MAC;
            end else
              rx_byte <= rx_byte+1;
          end else begin
            rx_state <= IDLE;
            rx_byte  <= 4'b0000;
          end
        end
        SRC_MAC:
        begin
          if(DATA_VALID_RX == 1) begin
            if (rx_byte == 0) begin
              rx_byte  <= ETH_TYPE_SIZE-1;
              rx_state <= ETH_TYPE;
            end else begin
              rx_byte <= rx_byte-1;
            end
          end else begin
            rx_state <= IDLE;
            rx_byte  <= 4'b0000;
          end
        end
        ETH_TYPE:
        begin
          if(DATA_VALID_RX == 1) begin
            if (DATA_RX == ETH_TYPE_VALUE[7+rx_byte*8 -: 8]) begin
              if (rx_byte == 0) begin
                rx_state <= HRD;
                rx_byte  <= HRD_SIZE-1;
              end else begin
                rx_byte <= rx_byte-1;
              end
            end else begin
              rx_state <= IDLE;
              rx_byte  <= 4'b0000;
            end
          end else begin
            rx_state <= IDLE;
            rx_byte  <= 4'b0000;
          end
        end
        HRD:
        begin
          if(DATA_VALID_RX == 1) begin
            if (DATA_RX == HRD_VALUE[7+rx_byte*8 -: 8]) begin
              if (rx_byte == 0) begin
                rx_state <= PRO;
                rx_byte  <= PRO_SIZE-1;
              end else begin
                rx_byte <= rx_byte-1;
              end
            end else begin
              rx_state <= IDLE;
              rx_byte  <= 4'b0000;
            end
          end else begin
            rx_state <= IDLE;
            rx_byte  <= 4'b0000;
          end
        end
        PRO:
        begin
          if(DATA_VALID_RX == 1) begin
            if (DATA_RX == PRO_VALUE[7+rx_byte*8 -: 8]) begin
              if (rx_byte == 0) begin
                rx_state <= HLN;
                rx_byte  <= HLN_SIZE-1;
              end else begin
                rx_byte <= rx_byte-1;
              end
            end else begin
              rx_state <= IDLE;
              rx_byte  <= 4'b0000;
            end
          end else begin
            rx_state <= IDLE;
            rx_byte  <= 4'b0000;
          end
        end
        HLN:
        begin
          if(DATA_VALID_RX == 1) begin
            if (DATA_RX == HLN_VALUE[7+rx_byte*8 -: 8]) begin
              if (rx_byte == 0) begin
                rx_state <= PLN;
                rx_byte  <= PLN_SIZE-1;
              end else begin
                rx_byte <= rx_byte-1;
              end
            end else begin
              rx_state <= IDLE;
              rx_byte  <= 4'b0000;
            end
          end else begin
            rx_state <= IDLE;
            rx_byte  <= 4'b0000;
          end
        end
        PLN:
        begin
          if(DATA_VALID_RX == 1) begin
            if (DATA_RX == PLN_VALUE[7+rx_byte*8 -: 8]) begin
              if (rx_byte == 0) begin
                rx_state <= OP;
                rx_byte  <= OP_SIZE-1;
              end else begin
                rx_byte <= rx_byte-1;
              end
            end else begin
              rx_state <= IDLE;
              rx_byte  <= 4'b0000;
            end
          end else begin
            rx_state <= IDLE;
            rx_byte  <= 4'b0000;
          end
        end
        OP:
        begin
          if(DATA_VALID_RX == 1) begin
            if (DATA_RX == OP_VALUE[7+rx_byte*8 -: 8]) begin
              if (rx_byte == 0) begin
                rx_state <= SHA;
                rx_byte  <= SHA_SIZE-1;
              end else begin
                rx_byte <= rx_byte-1;
              end
            end else begin
              rx_state <= IDLE;
              rx_byte  <= 4'b0000;
            end
          end else begin
            rx_state <= IDLE;
            rx_byte  <= 4'b0000;
          end
        end
        SHA:
        begin
          if(DATA_VALID_RX == 1) begin
            THEIR_MAC[7+rx_byte*8 -: 8] <= DATA_RX;
            if (rx_byte == 0) begin
              rx_byte  <= SPA_SIZE-1;
              rx_state <= SPA;
            end else begin
              rx_byte <= rx_byte-1;
            end
          end else begin
            rx_state <= IDLE;
            rx_byte  <= 4'b0000;
          end
        end
        SPA:
        begin
          if(DATA_VALID_RX == 1) begin
            THEIR_IPV4[7+rx_byte*8 -: 8] <= DATA_RX;
            if (rx_byte == 0) begin
              rx_byte  <= THA_SIZE-1;
              rx_state <= THA;
            end else begin
              rx_byte <= rx_byte-1;
            end
          end else begin
            rx_state <= IDLE;
            rx_byte  <= 4'b0000;
          end
        end
        THA:
        begin
          if(DATA_VALID_RX == 1) begin
            if (rx_byte == 0) begin
              rx_byte  <= TPA_SIZE-1;
              rx_state <= TPA;
            end else begin
              rx_byte <= rx_byte-1;
            end
          end else begin
            rx_state <= IDLE;
            rx_byte  <= 4'b0000;
          end
        end
        TPA:
        begin
          if(DATA_VALID_RX == 1) begin
            if (DATA_RX == MY_IPV4[7+rx_byte*8 -: 8]) begin
              if (rx_byte == 0) begin
                rx_state <= WAIT_FOR_HS;
                rx_byte  <= 4'b0000;
                arp_req  <= 1;
              end else begin
                rx_byte <= rx_byte-1;
              end
            end else begin
              rx_state <= IDLE;
              rx_byte  <= 4'b0000;
            end
          end else begin
            rx_state <= IDLE;
            rx_byte  <= 4'b0000;
          end
        end
        WAIT_FOR_HS:
        begin
          if (arp_ack_rx[1] == 1) begin
            rx_state <= IDLE;
            rx_byte  <= 4'b0000;
            arp_req  <= 0;
          end
        end
        default:
        begin
          rx_state <= IDLE;
          rx_byte  <= 4'b0000;
        end
      endcase
    end
  end
  always @ (posedge CLK_TX)
  begin
    if(ARESET)
      arp_req_tx <= 2'b00;
    else begin
      arp_req_tx[0] <= arp_req;
      arp_req_tx[1] <= arp_req_tx[0];
    end
  end
  always @ (posedge CLK_RX)
  begin
    if(ARESET)
      arp_ack_rx <= 2'b00;
    else begin
      arp_ack_rx[0] <= arp_ack;
      arp_ack_rx[1] <= arp_ack_rx[0];
    end
  end
  always @ (posedge CLK_TX)
  begin
    if(ARESET) begin
      DATA_VALID_TX <= 0;
      tx_state      <= IDLE;
      tx_byte       <= 4'b0000;
      arp_ack       <= 0;
    end else begin
      case (tx_state)
        IDLE:
        begin
          DATA_VALID_TX <= 0;
          if(arp_req_tx[1] == 1 ) begin
            tx_state      <= WAIT_FOR_HS;
            their_ipv4_tx <= THEIR_IPV4;
            their_mac_tx  <= THEIR_MAC;
            arp_ack       <= 1;
          end
        end
        WAIT_FOR_HS:
          if(arp_req_tx[1] == 0) begin
            tx_state      <= DEST_MAC;
            tx_byte       <= DEST_MAC_SIZE-1;
            arp_ack       <= 0;
          end
        DEST_MAC:
        begin
          DATA_VALID_TX <= 1;
          DATA_TX <= their_mac_tx[7+tx_byte*8 -: 8];
          if (tx_byte == 0) begin
            tx_byte  <= SRC_MAC_SIZE-1;
            tx_state <= SRC_MAC;
          end else begin
            if (tx_byte == DEST_MAC_SIZE-1) begin
              if (DATA_ACK_TX == 1)
                tx_byte <= tx_byte-1;
            end else
              tx_byte <= tx_byte-1;
          end
        end
        SRC_MAC:
        begin
          DATA_TX <= MY_MAC[7+tx_byte*8 -: 8];
          if (tx_byte == 0) begin
            tx_byte  <= ETH_TYPE_SIZE-1;
            tx_state <= ETH_TYPE;
          end else begin
            tx_byte <= tx_byte-1;
          end
        end
        ETH_TYPE:
        begin
          DATA_TX <= ETH_TYPE_VALUE[7+tx_byte*8 -: 8];
          if (tx_byte == 0) begin
            tx_byte  <= HRD_SIZE-1;
            tx_state <= HRD;
          end else begin
            tx_byte <= tx_byte-1;
          end
        end
        HRD:
        begin
          DATA_TX <= HRD_VALUE[7+tx_byte*8 -: 8];
          if (tx_byte == 0) begin
            tx_byte  <= PRO_SIZE-1;
            tx_state <= PRO;
          end else begin
            tx_byte <= tx_byte-1;
          end
        end
        PRO:
        begin
          DATA_TX <= PRO_VALUE[7+tx_byte*8 -: 8];
          if (tx_byte == 0) begin
            tx_byte  <= HLN_SIZE-1;
            tx_state <= HLN;
          end else begin
            tx_byte <= tx_byte-1;
          end
        end
        HLN:
        begin
          DATA_TX <= HLN_VALUE[7+tx_byte*8 -: 8];
          if (tx_byte == 0) begin
            tx_byte  <= PLN_SIZE-1;
            tx_state <= PLN;
          end else begin
            tx_byte <= tx_byte-1;
          end
        end
        PLN:
        begin
          DATA_TX <= PLN_VALUE[7+tx_byte*8 -: 8];
          if (tx_byte == 0) begin
            tx_byte  <= OP_SIZE-1;
            tx_state <= OP;
          end else begin
            tx_byte <= tx_byte-1;
          end
        end
        OP:
        begin
          DATA_TX <= OP_VALUE[7+tx_byte*8 -: 8];
          if (tx_byte == 0) begin
            tx_byte  <= SHA_SIZE-1;
            tx_state <= SHA;
          end else begin
            tx_byte <= tx_byte-1;
          end
        end
        SHA:
        begin
          DATA_TX <= MY_MAC[7+tx_byte*8 -: 8];
          if (tx_byte == 0) begin
            tx_byte  <= SPA_SIZE-1;
            tx_state <= SPA;
          end else begin
            tx_byte <= tx_byte-1;
          end
        end
        SPA:
        begin
          DATA_TX <= MY_IPV4[7+tx_byte*8 -: 8];
          if (tx_byte == 0) begin
            tx_byte  <= THA_SIZE-1;
            tx_state <= THA;
          end else begin
            tx_byte <= tx_byte-1;
          end
        end
        THA:
        begin
          DATA_TX <= their_mac_tx[7+tx_byte*8 -: 8];
          if (tx_byte == 0) begin
            tx_byte  <= TPA_SIZE-1;
            tx_state <= TPA;
          end else begin
            tx_byte <= tx_byte-1;
          end
        end
        TPA:
        begin
          DATA_TX <= their_ipv4_tx[7+tx_byte*8 -: 8];
          if (tx_byte == 0) begin
            tx_byte       <= 4'b0000;
            tx_state      <= IDLE;
          end else begin
            tx_byte <= tx_byte-1;
          end
        end
        default:
          tx_state <= IDLE;
      endcase
    end
  end
endmodule
$ cat run.sh
#!/bin/bash
# OpenROAD 26Q1-2900-gdf79404cd8, Yosys 0.63+post, stock flow scripts
make -C /OpenROAD-flow-scripts/flow DESIGN_CONFIG=/design/flow/config.mk WORK_HOME=/design/flow/orfs finish
$ cat config.mk
export PLATFORM = sky130hd
export DESIGN_NAME = arp_response
export DESIGN_NICKNAME = arp_response
export VERILOG_FILES = /design/flow/design.v
export SDC_FILE = /design/flow/constraint.sdc
export NUM_CORES = 4
export LEC_CHECK = 1
export CORE_UTILIZATION = 30
$ cat constraint.sdc
current_design arp_response

set clk_period 7.5
set clk_io_pct 0.2

create_clock -name clk0 -period $clk_period [get_ports {CLK_RX}]
create_clock -name clk1 -period $clk_period [get_ports {CLK_TX}]

set non_clock_inputs [all_inputs -no_clocks]
set_input_delay [expr $clk_period * $clk_io_pct] -clock clk0 $non_clock_inputs
set_output_delay [expr $clk_period * $clk_io_pct] -clock clk0 [all_outputs]
==> reports/metrics.yaml <==
sta:
  setup_tns_ps: 0
  slew_viol_final: 0
  worstMarginPinSlew_ps: 892
  slew_headroom_pct: 40.4
  fin_skew_ps: 12.2
  setup_viol: 0
  holdWs_ps: 425
  rsz0062_at_grt: "false"
  hold_viol_final: 0
setup_path:
  path_max_fanout: 14
  critPathBufInv: 1
  cp_cell_sequence: "clkdlybuf4s50_1, or4_1, nor2_1, and2_1, o211ai_1, a221o_1"
  reg2reg_slack_ps: 3940
  ff2ff_path_depth: 8
  cp-start-kind: "primary input"
  slowest_delay_ps: 700
  cp-end-kind: "register"
  cp_slowest_cell: "clkdlybuf4s50_1"
  cp_num_cells: 6
  r2r-start: "rx_byte[1]"
  crit_family: "simple AND/OR/NAND/NOR gates"
  cp.arrival_ps: 3990
  crit_required_ps: 7740
  reg2reg_to: "THEIR_IPV4[13]"
  criticalPathCategory: "in2reg"
routing:
  drc: 0
  routed_wl_um: 29400
  vias: 7185
  wl_per_cell_um: 22.3
  ant_nets: 0
  drt_iter0_markers: 677
  firstDrtPassIters: 6
  num_antenna_cells: 0
  viasPerCell: 5.45
global_routing:
  grt_pass1_vias: 6949
  grt.overflow.total: 0
  antenna_found_initial: 0
  grt_pass1_wl_um: 43200
  grt_max_degree: 51
  grt_usage_pct: 18.4
synthesis:
  yosysSeqAreaShare_pct: 59.3
  ys_sh_mux_pct: 11.1
  ys_area_um2: 10000
  synth.cell_area_um2: 10000
  ys_sh_adder_pct: 0.750
  synth-warning-count: 1
  ys_sh_aoi_pct: 15.3
  netlist_instances: 788
  syn_avg_cell_area_um2: 12.7
  ys_top_logic_family: "AND-OR/OR-AND gates"
  synthArstFlopShare_pct: 0
  ys_types: 70
  synthXorXnorAreaFrac_pct: 0.613
  simple_gate_share_pct: 10.0
  ys_cells: 788
  edf_count: 169
  synth_flops: 212
  yosys_most_used_dff: "edfxtp_1"
cells_and_area:
  post-route-util_pct: 36.7
  layout_top_cell: "edfxtp_1"
  comb_area_um2: 3790
  area_growth_pct: 20.0
  drive_gt1_share_pct: 17.4
  fin_area_um2: 12000
  fill_cells: 3143
  final_cell_mix: "edfxtp_1, clkdlybuf4s50_1, mux2_2"
  seqCellArea_um2: 5940
pwr:
  p_leak_nw: 3.72
  internal_power_w: 0.00180
  pwr-share-clk_pct: 38.9
  p_seq_share_pct: 53.2
  p_sw_share_pct: 23.8
  p_comb_share_pct: 7.9
  p_per_area_nw_per_um2: 197
  irDropWorstVdd_mv: 0.117
  p_switching_w: 0.000563
die:
  die_w_um: 185
  initCoreUtil_pct: 30.6
  die_y_um: 185
  chipArea_um2: 34100
  rows: 66
  num_io_pins: 102
  coreArea_um2: 32700
min_path:
  hold_class: "reg2reg"
  min_from: "THEIR_MAC[45]"
  holdPathEnd: "their_mac_tx[45]"
  whs_path_depth: 0
clock_tree:
  cts_sinks: 212
  cts_tree: "built"
  ctsResizeCount: 0
  cts_setup_buffers: 0
  clk_transition_reported_paths_ps: 80
  cts_hold_buf: 0
placed_design:
  port_buffers: 100
  place_area_um2: 11500
  gp_congestion: 0.879
  dp_hpwl_um: 20000
job:
  drv_cap: 0
  tool_warnings: 29
status:
  outcome: "finished clean"
## synthesized netlist by cell type (7+ instances only)
cell	number	share of area, %
nand3_1	10	0.50
and2_1	9	0.56
a221oi_1	34	3.0
inv_1	13	0.49
nor2b_1	8	0.50
mux2_2	80	9.0
buf_1	9	0.34
dfxtp_1	43	8.6
nor2_1	37	1.4
a22oi_1	16	1.2
a222oi_1	11	1.1
nand2_1	64	2.4
mux4_2	7	1.6
nor4_1	7	0.44
a221o_1	16	1.6
a21oi_1	39	2.0
nor3_1	17	0.85
a31oi_1	21	1.3
edfxtp_1	169	51
buf_2	8	0.40
clkbuf_1	42	1.6
o21ai_0	23	1.2
## worst register-to-register path, delay by kind of cell, from the launching register on
family / cells / cell delay, ps
compound gates: 2 / 500
fa+ha+maj: 1 / 470
simple gates: 2 / 1310
flops: 1 / 300
mux: 1 / 410
buf+inv: 2 / 320
## sequential cells by signal, summed over array words and instances (netlist names), 4 cells and up
register,cells
DATA_TX,8
THEIR_IPV4,32
THEIR_MAC,48
rx_byte,4
rx_state,14
their_ipv4_tx,32
their_mac_tx,48
tx_byte,4
tx_state,14
## how the worst max path moves through the flow
| stage | slack (ps) | from | to |
|---|---|---|---|
| 6_report | 3750 | DATA_RX[4] | rx_state[0] |
| 4_1_cts | 3800 | DATA_RX[4] | rx_state[0] |
| 5_1_grt | 3610 | DATA_RX[4] | rx_state[0] |
## per-stage QoR
step	total power [W]	std cells	worst slack (ps)
2_1_floorplan	0.00138	788	2190
3_3_place_gp	0.00147	1287	3420
3_5_place_dp	0.00147	1287	3420
4_1_cts	0.00240	1318	3800
5_1_grt	0.00245	1318	3610
6_report	0.00237	1318	3750
## power by group through the flow
stage | sequential, W | clock (W) | combinational, W
finish | 0.00126 | 0.000921 | 0.000187
global route | 0.00126 | 0.000990 | 0.000199
CTS | 0.00126 | 0.000953 | 0.000188
## cell type report
class,count,share of cell area (%)
flip-flops and latches,212,49.4
multi-input cells,502,31.5
repair buffers,118,9.46
well taps,442,4.60
clock buffers,18,3.75
clock inverters,13,0.854
inverters,13,0.406
## kinds of logic after synthesis
group           count (synthesis)
xor+xnor                        7
mux                            90
compound gates                204
simple gates                  195
fa+ha+maj                       6
buf+inv                        74
flops                         212
## routing by layer
| layer | vias to the layer above | share of wire [%] | global-route usage [%] |
|---|---|---|---|
| met3 | 29 | 13 | 9.56 |
| met2 | 363 | 46 | 28.0 |
| li1 | 3297 | - | - |
| met4 | 0 | 2.1 | 3.11 |
| met1 | 3496 | 39 | 24.4 |
| met5 | - | 0 | 0 |
Power figures rest on the tool's default switching activity, not on a simulated workload.
